File: ./config.mk
export PLATFORM = sky130hd
export DESIGN_NAME = GPIO_register
export DESIGN_NICKNAME = GPIO_register
export VERILOG_FILES = /design/flow/design.v
export SDC_FILE = /design/flow/constraint.sdc
export NUM_CORES = 4
export LEC_CHECK = 1
export CORE_AREA = 10 10 70 70
export DIE_AREA = 0 0 80 80
File: ./design.v
module GPIO_register
  #(parameter N = 9)(
  input clock,
  input [N-1:0] mode,
  input [N-1:0] from_processor,
  input load_enable,
  inout [N-1:0] pin);
  reg [8:0] value = {N{1'b0}};
  assign pin = value;
  generate
    genvar i;
    for (i = 0; i < N; i = i + 1)
    begin: gen
      always @ (posedge clock)
        if (~mode[i]) value[i] <= 1'bZ;
        else if (load_enable) value[i] <= from_processor[i];
        else value[i] <= value[i];
    end
  endgenerate
endmodule
File: ./run.sh
#!/bin/bash
# OpenROAD 26Q1-2900-gdf79404cd8, Yosys 0.63+post, stock flow scripts
make -C /OpenROAD-flow-scripts/flow DESIGN_CONFIG=/design/flow/config.mk WORK_HOME=/design/flow/orfs finish
File: ./constraint.sdc
current_design GPIO_register

set clk_period 1.0
set clk_io_pct 0.2

create_clock -name clk0 -period $clk_period [get_ports {clock}]

set non_clock_inputs [all_inputs -no_clocks]
set_input_delay [expr $clk_period * $clk_io_pct] -clock clk0 $non_clock_inputs
set_output_delay [expr $clk_period * $clk_io_pct] -clock clk0 [all_outputs]
==> flow_metrics.env <==
# physical design summary
export IMPL_status="completed"
export IMPL_share_comb_of_total_power=0.111
export IMPL_synth_logic_top_family="simple AND/OR/NAND/NOR gates"
export IMPL_num_vias=216
export IMPL_endpoint_required_time_on_the_critical_path_ns=0.80
export IMPL_layout_filler_cells=386
export IMPL_antenna_diode_count=0
export IMPL_timing_critical_path_from_type="flop"
export IMPL_netSwitchingPower_uw=140
export IMPL_openroad_warnings=25
export IMPL_max_frequency_mhz=1220
export IMPL_largest_reg_flops=9
export IMPL_chipArea_sq_um=6400
export IMPL_postLayoutSetupSlackWorst_ns=0.183
export IMPL_cts_resized=0
export IMPL_port_buffers=19
export IMPL_timing_critical_path_fanout_max=1
export IMPL_finalCritPeriodShare=0.817
export IMPL_min_delay_path_class="in2reg"
export IMPL_first_global_vias=263
export IMPL_yosys_stat_area_sq_um=327
export IMPL_crit_path_end_kind="output port"
export IMPL_area_combinational_sq_um=56.3
export IMPL_detail_route_wl_per_cell_microns=11.6
export IMPL_tritoncts_clock_tree="yes"
export IMPL_ff_latch_area_sq_um=270
export IMPL_finalWirelength_microns=1010
export IMPL_mappedNetlistArea_sq_um=327
export IMPL_clkSinkCount=9
export IMPL_synth_cell_types=2
export IMPL_setup_viol_count_final=0
export IMPL_vias_per_cell=2.48
export IMPL_xor_area_frac=0
export IMPL_synth_mux_area_fraction=0
export IMPL_clockPowerShare=0.326
export IMPL_yosysCellCount=18
export IMPL_drt_iter0_markers=6
export IMPL_count_of_h_tree_levels_built_during_cts=1
export IMPL_yosysTopAreaCell="sky130_fd_sc_hd__edfxtp_1"
export IMPL_tns_ns=0
export IMPL_drc=0
export IMPL_timing_setup_critical_path_class="reg2out"
export IMPL_synthSimpleGateAreaFrac=0.172
export IMPL_core_area_sq_um=3420
export IMPL_pwr_density_cell_nw_per_um2=1360
export IMPL_syn_to_final_growth_pct=84.7
export IMPL_globalRouteOverflowTotal=0
export IMPL_cts_hold_fix_buffers=0
export IMPL_post_synth_ao_oa_area_fraction=0
export IMPL_grt_pass1_wl_microns=1430
export IMPL_internal_power_uw=678
export IMPL_final_cell_mix="18 x sky130_fd_sc_hd__clkdlybuf4s50_1, 9 x sky130_fd_sc_hd__nand2b_1, 9 x sky130_fd_sc_hd__edfxtp_1"
export IMPL_io_pin_count=29
export IMPL_synth_sequential_area_ratio=0.828
export IMPL_finalWeightedCongestion=0.714
export IMPL_share_of_cells_above_drive_strength_1=0.0732
export IMPL_critPathArrivalTime_ns=0.62
export IMPL_cts_made_buffers=3
export IMPL_netlist_instances=18
export IMPL_preCtsSetupSlack_ns=-0.236
export IMPL_antenna_violating_nets_post_route=0
export IMPL_layout_cells_most_common="sky130_fd_sc_hd__clkdlybuf4s50_1"
export IMPL_min_period_ns=0.817
export IMPL_cts_root_buf="sky130_fd_sc_hd__clkbuf_4"
export IMPL_die_width_microns=80
export IMPL_netSwitchingFraction=0.172
export IMPL_worst_setup_hold_path_clk_slew_ns=0.06
export IMPL_power_leakage_uw=0.000210
export IMPL_hold_viol_final=0
export IMPL_postLayoutCoreUtil=0.177
export IMPL_timing_max_cap_violations=0
export IMPL_drt_first_pass_iters=3
export IMPL_antenna_found_initial=0
export IMPL_cts_setup_buffers=0
export IMPL_yosys_warnings=2
export IMPL_synth_area_per_cell_sq_um=18.1
export IMPL_max_clock_path_buffers=2
export IMPL_vdd_drop_max_v=0.000165
export IMPL_fp_util=0.0956
export IMPL_report_final_slew_viol_count=0
export IMPL_worst_hold_slack_ns=0.421
export IMPL_grtUsageTotal=0.0296
export IMPL_synth_top_area_share=0.828
export IMPL_worstMarginPinSlew_ns=0.231
export IMPL_grt_start_max_net_pins=10
export IMPL_floorplan_rows=21
export IMPL_rsz_0062_raised_after_global_routing="no"
export IMPL_die_h_microns=80
export IMPL_synthTopCellsByArea="sky130_fd_sc_hd__edfxtp_1 83%, sky130_fd_sc_hd__nand2b_1 17%"
export IMPL_maxSlewHeadroom=0.846
export IMPL_seqPwrFrac=0.562
export IMPL_synth_cellmix_adderShare=0
export IMPL_yosys_register_bits=9
## through the flow
| step | std cells | instance area [sq um] | total power, uW |
|---|---|---|---|
| floorplan | 18 | 327 | 475 |
| detailed placement | 83 | 574 | 564 |
| global route | 87 | 603 | 859 |
| CTS | 87 | 601 | 835 |
| finish | 87 | 603 | 819 |
| global placement | 83 | 574 | 562 |
## worst paths after layout
path | depth (start not counted) | slack (ns) | end | from
setup / recovery | 0 | 0.18 | pin[0] | pin[0]
hold / removal | 2 | 0.42 | pin[0] | load_enable
## area by class of cell
type / count / share of cell area
clock buffers: 4 / 0.0436
multi-input cells: 9 / 0.0934
flip-flops and latches: 9 / 0.448
well taps: 46 / 0.0954
repair buffers: 19 / 0.320
## synth_stat cells
cell	number
sky130_fd_sc_hd__edfxtp_1	9
sky130_fd_sc_hd__nand2b_1	9
## cells by family after synthesis
kind of cell	Yosys count
DFF	9
and+or+nand+nor	9
## power groups by stage
stage	registers, uW	logic, uW	clock network [uW]
global route	465	99.3	294
finish	460	91.0	267
CTS	464	92.5	278
## per-layer routing
layer / track usage / up-vias / share of wire
li1: - / 109 / -
met1: 0.0221 / 95 / 0.25
met2: 0.0610 / 10 / 0.64
met3: 0.0125 / 2 / 0.076
met4: 0.0123 / 0 / 0.033
met5: 0 / - / 0
No activity file was given, so power comes from the tool's default toggle rates.
