==> /design/flow/design.v <==
module arithmetic_logic_unit
  #(parameter N = 4)(
  input [N-1:0] A, B,
  input [1:0] operation_code,
  output [N-1:0] result);
  wire [N-1:0] add_sub_out;
  ripple_carry_adder_subtractor #(N) add_sub(
    A, B, operation_code[0], add_sub_out);
  reg [N-1:0] r;
  assign result = r;
  always @ (*)
    case (operation_code)
      2'b00: r = add_sub_out;  
      2'b01: r = add_sub_out;  
      2'b10: r = A & B;  
      2'b11: r = add_sub_out;  
    endcase
endmodule
module counter
  #(parameter N = 4)(
  input [N-1:0] data,
  input areset, count_enable, sload, clock,
  output reg [N-1:0] value);
  initial value = {N{1'b0}};
  always @ (posedge clock, negedge areset)
    if (~areset) value = {N{1'b0}};
    else if (sload) value <= data;
    else if (count_enable) value <= value + 1'b1;
    else value <= value;
endmodule
module decoder_3_to_8(
  input [2:0] binary,
  input enable,
  output reg [0:7] one_hot);
  always @ (binary, enable)
    if (enable == 1)
      case (binary)
        3'b000: one_hot = 8'b10000000;
        3'b001: one_hot = 8'b01000000;
        3'b010: one_hot = 8'b00100000;
        3'b011: one_hot = 8'b00010000;
        3'b100: one_hot = 8'b00001000;
        3'b101: one_hot = 8'b00000100;
        3'b110: one_hot = 8'b00000010;
        3'b111: one_hot = 8'b00000001;
      endcase
    else
      one_hot = 8'b00000000;
endmodule
module full_adder(
  input a, b, input_carry,
  output sum, output_carry);
  assign sum = input_carry ^ (a ^ b);
  assign output_carry = a & b | (a ^ b) & input_carry;
endmodule
module processor(
  input [8:0] DIN,  
  input Resetn,
  Clock,
  Run,
  output [8:0] ADDR,
  DOUT,  
  output Write);
  localparam [2:0] T0 = 3'b000, T1 = 3'b001, T2 = 3'b010, T3 = 3'b011,
    T4 = 3'b100, T5 = 3'b101;
  localparam [2:0] mv = 3'b000, mvi = 3'b001, add = 3'b010, sub = 3'b011,
    ld = 3'b100, st = 3'b101, mvnz = 3'b110, and_ = 3'b111;
  reg [8:0] Bus;  
  wire [0:7] Xreg, Yreg;
  wire [2:0] I;
  wire [9:1] IR;
  wire [8:0] A,
  G;
  wire [8:0] R0, R1, R2, R3, R4, R5, R6, PC;
  wire zero_G = (G == 9'b000000000);
  reg IR_in;  
  reg [0:7] R_out;
  reg G_out,
  DIN_out,
  incr_PC;
  reg [0:7] R_in;  
  reg A_in,  
  G_in,  
  ADDR_in,  
  DOUT_in,  
  Write_D,  
  Done;
  reg [1:0] alu_op;  
  wire [8:0] alu_res;  
  reg [2:0] Tstep_Q;  
  reg [2:0] Tstep_D;  
  assign I = IR[9:7];
  decoder_3_to_8 decX(IR[6:4], 1'b1, Xreg);
  decoder_3_to_8 decY(IR[3:1], 1'b1, Yreg);
  always @ (Tstep_Q, Run, Done)
    case (Tstep_Q)
      T0:
        if (~Run) Tstep_D = T0;
        else Tstep_D = T1;
      T1:
        if (Done) Tstep_D = T0;
        else Tstep_D = T2;
      T2:
        if (Done) Tstep_D = T0;
        else Tstep_D = T3;
      T3:
        if (Done) Tstep_D = T0;
        else Tstep_D = T4;
      T4:
        if (Done) Tstep_D = T0;
        else Tstep_D = T5;
      default:  
        Tstep_D = T0;
    endcase
  always @ (Tstep_Q, I, Xreg, Yreg, zero_G) begin
    Done = 1'b0;
    G_in = 1'b0;
    G_out = 1'b0;
    A_in = 1'b0;
    alu_op = 2'b00;
    DIN_out = 1'b0;
    R_in = 8'b0000_0000;
    R_out = 8'b0000_0000;
    IR_in = 1'b0;
    incr_PC = 1'b0;
    ADDR_in = 1'b0;
    DOUT_in = 1'b0;
    Write_D = 1'b0;
    case (Tstep_Q)
      T0: begin  
        R_out[7] = 1'b1;
        ADDR_in = 1'b1;
      end
      T1: begin  
        incr_PC = 1'b1;
      end
      T2: begin  
        IR_in = 1'b1;
      end
      T3:  
        case (I)
          mv: begin
            R_out = Yreg;
            R_in = Xreg;
            Done = 1'b1;
          end
          mvi: begin
            R_out[7] = 1'b1;
            ADDR_in = 1'b1;
            incr_PC = 1'b1;
          end
          add, sub, and_: begin
            R_out = Xreg;
            A_in = 1'b1;
          end
          ld, st: begin
            R_out = Yreg;
            ADDR_in = 1'b1;
          end
          mvnz: begin
            Done = 1'b1;
            if (~zero_G) begin
              R_out = Yreg;
              R_in = Xreg;
            end
          end
        endcase
      T4:  
        case (I)
          add: begin
            R_out = Yreg;
            G_in = 1'b1;
            alu_op = 2'b00;
          end
          sub: begin
            R_out = Yreg;
            G_in = 1'b1;
            alu_op = 2'b01;
          end
          st: begin
            R_out = Xreg;
            DOUT_in = 1'b1;
            Write_D = 1'b1;
            Done = 1'b1;
          end
          and_: begin
            R_out = Yreg;
            G_in = 1'b1;
            alu_op = 2'b10;
          end
        endcase
      T5:  
        case (I)
          mvi: begin  
            DIN_out = 1'b1;
            R_in = Xreg;
            Done = 1'b1;
          end
          add, sub, and_: begin
            G_out = 1'b1;
            R_in = Xreg;
            Done = 1'b1;
          end
          ld: begin  
            DIN_out = 1'b1;
            R_in = Xreg;
            Done = 1'b1;
          end
        endcase
    endcase
  end
  always @ (posedge Clock, negedge Resetn)
    if (~Resetn) Tstep_Q <= T0;
    else Tstep_Q <= Tstep_D;
  register #(9) reg_0(Bus, R_in[0], Clock, R0);
  register #(9) reg_1(Bus, R_in[1], Clock, R1);
  register #(9) reg_2(Bus, R_in[2], Clock, R2);
  register #(9) reg_3(Bus, R_in[3], Clock, R3);
  register #(9) reg_4(Bus, R_in[4], Clock, R4);
  register #(9) reg_5(Bus, R_in[5], Clock, R5);
  register #(9) reg_6(Bus, R_in[6], Clock, R6);
  counter #(9) cnt_pc(Bus, Resetn, incr_PC, R_in[7], Clock, PC);
  register #(9) reg_A(Bus, A_in, Clock, A);
  register #(9) reg_G(alu_res, G_in, Clock, G);
  register #(9) reg_IR(DIN, IR_in, Clock, IR);
  register #(9) reg_ADDR(Bus, ADDR_in, Clock, ADDR);
  register #(9) reg_DOUT(Bus, DOUT_in, Clock, DOUT);
  register #(1) reg_Write(Write_D, 1'b1, Clock, Write);
  arithmetic_logic_unit #(9) alu(A, Bus, alu_op, alu_res);
  wire [0:9] mux_s;
  assign mux_s = {DIN_out, R_out, G_out};
  always @ (*)
    case (mux_s)
      default: Bus = DIN;  
      10'b0100000000: Bus = R0;
      10'b0010000000: Bus = R1;
      10'b0001000000: Bus = R2;
      10'b0000100000: Bus = R3;
      10'b0000010000: Bus = R4;
      10'b0000001000: Bus = R5;
      10'b0000000100: Bus = R6;
      10'b0000000010: Bus = PC;
      10'b0000000001: Bus = G;
    endcase
endmodule
module register
  #(parameter N = 9)(
  input [N-1:0] data,
  input load_enable, clock,
  output reg [N-1:0] value);
  initial value = {N{1'b0}};
  always @ (posedge clock)
    if (load_enable) value <= data;
    else value <= value;
endmodule
module ripple_carry_adder_subtractor
  #(parameter N = 4)(
  input [N-1:0] A, B,
  input sub,
  output [N-1:0] S);
  wire [N-2:0] c;
  generate
    genvar i;
    for (i = 0; i < N; i = i + 1)
    begin: ad
      case (i)
        0: full_adder fa(A[i], sub ^ B[i], sub, S[i], c[i]);
        N-1: full_adder fa(A[i], sub ^ B[i], c[i-1], S[i], );
        default: full_adder fa(A[i], sub ^ B[i], c[i-1], S[i], c[i]);
      endcase
    end
  endgenerate
endmodule
==> /design/flow/run.sh <==
#!/bin/bash
# OpenROAD 26Q1-2900-gdf79404cd8, Yosys 0.63+post, stock flow scripts
make -C /OpenROAD-flow-scripts/flow DESIGN_CONFIG=/design/flow/config.mk WORK_HOME=/design/flow/orfs finish
==> /design/flow/config.mk <==
export PLATFORM = sky130hd
export DESIGN_NAME = processor
export DESIGN_NICKNAME = processor
export VERILOG_FILES = /design/flow/design.v
export SDC_FILE = /design/flow/constraint.sdc
export NUM_CORES = 4
export LEC_CHECK = 1
export CORE_UTILIZATION = 40
==> /design/flow/constraint.sdc <==
current_design processor

set clk_period 9.3
set clk_io_pct 0.2

create_clock -name clk0 -period $clk_period [get_ports {Clock}]

set non_clock_inputs [all_inputs -no_clocks]
set_input_delay [expr $clk_period * $clk_io_pct] -clock clk0 $non_clock_inputs
set_output_delay [expr $clk_period * $clk_io_pct] -clock clk0 [all_outputs]
==> deck_impl_summary.md <==
Synthesis and Place & Route Summary

Outcome
  • Status: complete, no violations

Worst setup path
  • Crit end category: register
  • Worst endpoint required time: 9.56 ns
  • Worst Path Max Fanout: 15
  • Crit path launch type: register
  • Reg-to-reg slack, setup: 2.10 ns
  • Worst R2R Start: reg_IR.value[6]
  • Crit path DAT: 7.45 ns
  • Worst Reg2Reg Path Length in Cells: 24
  • Worst R2R End: reg_G.value[8]
  • Setup Crit Path Kind: register to register

Min path
  • Hold Crit Class: register to register
  • WHS Endpoint: Tstep_Q[2]
  • Hold Path Depth: 0
  • Hold_sp: Tstep_Q[3]

STA
  • Slew Viols, Final: 0
  • Final min period: 7.20 ns
  • Fmax: 139 MHz
  • Max-slew headroom: 41.7%
  • Worst Clk Skew: 0.00666 ns
  • Fin crit share: 77.4%
  • Final setup fails: 0
  • Setup TNS after final layout: 0 ns
  • Unrepaired setup endpoints after global routing: false
  • Min Hold Slack: 0.376 ns
  • Least-Margin Pin Slew: 0.873 ns
  • Final hold violations: 0

Placed design
  • Port bufs: 30
  • Placed instance count: 687
  • HPWL Detailed: 11,200 um
  • Placer Congestion: 1.03
  • Dpl cell area: 0.00655 mm2

Synth
  • Syn Inst Count: 478
  • #FFs+latches synth: 124
  • Yosys simple share: 13.1%
  • Yosys cell count: 478
  • Synthesis area per yosys: 0.00599 mm2
  • Synth warnings: 6
  • Synth logic family: AND-OR/OR-AND gates
  • Synth Cell Area: 0.00599 mm2
  • Post-synthesis mux area share: 2.80%
  • Seq/Total Area, Yosys: 60.7%
  • Mean Syn Cell Area: 12.5 um2
  • Most used DFF post-synth: edfxtp_1
  • Flip-flops with a built-in enable: 108
  • Fa+ha+maj area frac: 2.76%
  • Yosys xor share: 2.78%
  • AO/OA Area Share: 14.9%
  • Synth unique cells: 69
  • Async set-or-reset flop fraction in the synthesized netlist: 12.1%

Finish
  • Fin cells: 717
  • Highest-count logic cell in the final layout: edfxtp_1
  • Syn-to-layout area delta: 18.7%
  • Top Layout Cells: edfxtp_1 (108), nor2_1 (35), nand2_1 (32)
  • Finished Cell Area: 0.00711 mm2
  • Layout cells sized above 1: 12.8%

Routing
  • Antenna cells: 0
  • DR vias: 4,201
  • Drt total wl: 15,800 um
  • Detailed-router iteration count before antenna repair: 5
  • Routed Antenna Nets: 0
  • # DRC: 0
  • Via density: 5.86
  • DR WL/cell: 22.1 um
  • Drt initial violations: 418

CTS
  • Cts bufs inserted: 17
  • Deepest clock path buffer count: 2
  • Clock Root Buffer: clkbuf_16
  • CTS Hold Bufs: 0
  • TritonCTS clock tree: built
  • Late-Pin Clk Latency: 0.42 ns
  • Reg clk slew, reported paths: 0.06 ns
  • CTS resizes: 0
  • Post-CTS Setup Repair Bufs: 0
  • H-tree depth: 4
  • Num Clock Sinks: 124

Die
  • DIE WIDTH: 124 um
  • Core Region: 0.0146 mm2
  • Die Height: 124 um
  • I/O pins: 31
  • Row Count: 44
  • Die ar.: 0.0155 mm2
  • Init Core Util: 41.1%

Power
  • Cell Pwr Density: 302 mW/mm2
  • Max VDD drop: 0.144 mV
  • Lkg Pwr: 2.53 nW

Global routing
  • Total gr overflow: 0
  • Antenna violations before repair: 0
  • Vias in the first global route: 4,199
  • Largest net degree at the start of global routing: 17
  • GRT Total Usage: 22.3%
  • First-pass GRT wire length: 24,200 um

Job
  • Tool warnings: 25
  • Max cap viols: 0
[sequential cells by signal (all words and copies together), names as in the netlist]
name             cells
reg_6.value          9
Tstep_Q              6
reg_IR.value         9
reg_4.value          9
reg_1.value          9
reg_A.value          9
reg_3.value          9
cnt_pc.value         9
reg_5.value          9
reg_ADDR.value       9
reg_0.value          9
reg_2.value          9
reg_DOUT.value       9
reg_G.value          9
reg_Write.value      1
[worst max path at each step]
| stage | endpoint | depth (start not counted) | slack [ns] | startpoint |
|---|---|---|---|---|
| finish | reg_G.value[8] | 24 | 2.10 | reg_IR.value[6] |
| global route | reg_G.value[8] | 24 | 1.68 | reg_IR.value[6] |
| CTS | reg_G.value[8] | 24 | 2.20 | reg_IR.value[6] |
[final cells by class]
type | count | area, um2
clock inverters | 13 | 144
flip-flops and latches | 124 | 3640
repair buffers | 41 | 383
clock buffers | 17 | 425
well taps | 184 | 230
inverters | 29 | 109
multi-input cells | 309 | 2180
fillers | 1213 | 7470
[Yosys cell counts, types with 11 or more instances]
cell type    n  share of area [%]
a22oi_1     20                2.5
a21oi_1     20                1.7
dfrtp_1     14                5.8
o21ai_0     16                1.3
nand2_1     32                2.0
nor2b_1     11                1.1
nor2_1      35                2.2
o22ai_1     11                1.1
edfxtp_1   108                 54
inv_1       27                1.7
[layer usage]
| layer | wire, um | share of wire [%] | GRT usage, % |
|---|---|---|---|
| met3 | 1440 | 9.1 | 9.24 |
| met4 | 530 | 3.3 | 5.46 |
| met1 | 6590 | 42 | 32.0 |
| met5 | 0 | 0 | 0 |
| met2 | 7280 | 46 | 33.5 |
[kinds of logic after synthesis]
family | count (synthesis)
AOI/OAI and AO/OA | 121
xor gates and xnor gates | 19
adders and majority gates | 9
buffers and inverters | 45
DFF | 124
muxes | 15
and+or+nand+nor | 145
[worst max-delay path, stage by stage (launching register included)]
cell and delay, ns:
edfxtp_1 0.57, nand2b_1 0.20, nand3_1 0.20, inv_1 0.61
a32oi_1 0.18, a211oi_2 0.41, nor3b_1 0.67, or3_1 0.21
nor4_2 0.05, buf_4 0.21, mux2_2 0.32, inv_2 0.16
xnor2_1 0.12, fa_1 0.45, fa_1 0.42, fa_1 0.43
fa_1 0.42, fa_1 0.40, inv_1 0.09, fa_1 0.20
fa_1 0.24, nor2_1 0.06, a21oi_1 0.17, nand2_1 0.08
mux2i_1 0.16
[report_power, final]
part	leakage (nW)	total, mW	switching, mW	internal (mW)
sequential	1.17	0.846	0.0694	0.776
combinational	1.09	0.669	0.414	0.255
clock	0.268	0.633	0.241	0.392
total	2.53	2.15	0.724	1.42
[per-stage QoR]
| step | util (%) | setup WS, ns | power (mW) |
|---|---|---|---|
| floorplan | - | 3.15 | 1.28 |
| global placement | 44.9 | 2.39 | 1.51 |
| detailed placement | 44.9 | 2.26 | 1.52 |
| CTS | 48.8 | 2.20 | 2.16 |
| global route | 48.8 | 1.68 | 2.26 |
| finish | 48.8 | 2.10 | 2.15 |
No activity file was given, so power comes from the tool's default toggle rates.
