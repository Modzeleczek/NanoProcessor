==> flow/design.v <==
module timer
  #(parameter TIMEOUT = 13_500_000)
  (input clock,
  output reg toggled);
  function integer size_of(input [31:0] v);
    for (size_of = 0; v > 0; size_of = size_of + 1)
      v = v >> 1;
  endfunction
  localparam N = size_of(TIMEOUT - 1);
  initial toggled = 1'b0;
  reg [N-1:0] counter = TIMEOUT - 1;
  always @ (posedge clock)
    if (counter == 0) begin
      counter <= TIMEOUT - 1;
      toggled <= ~toggled;
    end
    else counter <= counter - 1;
endmodule
==> flow/run.sh <==
#!/bin/bash
# OpenROAD 26Q1-2900-gdf79404cd8, Yosys 0.63+post, stock flow scripts
make -C /OpenROAD-flow-scripts/flow DESIGN_CONFIG=/design/flow/config.mk WORK_HOME=/design/flow/orfs finish
==> flow/config.mk <==
export PLATFORM = sky130hd
export DESIGN_NAME = timer
export DESIGN_NICKNAME = timer
export VERILOG_FILES = /design/flow/design.v
export SDC_FILE = /design/flow/constraint.sdc
export NUM_CORES = 4
export LEC_CHECK = 1
export CORE_AREA = 10 10 104 104
export DIE_AREA = 0 0 114 114
==> flow/constraint.sdc <==
current_design timer

set clk_period 5.2
set clk_io_pct 0.2

create_clock -name clk0 -period $clk_period [get_ports {clock}]

set non_clock_inputs [all_inputs -no_clocks]
set_input_delay [expr $clk_period * $clk_io_pct] -clock clk0 $non_clock_inputs
set_output_delay [expr $clk_period * $clk_io_pct] -clock clk0 [all_outputs]
==> impl_metrics.csv <==
group,metric,value,unit
die,num_io_pins,2,
drt,drc,0,
critical_path,crit_type,"reg2reg",
final_timing,holdWs,0.434,ns
layout,drive_gt1_share,10.6,%
die,dieArea,13000,um2
critical_path,max_stage_delay,0.74,ns
power_and_ir_drop,vdd_drop_max,0.0833,mV
critical_path,start_kind,"flip-flop",
synth,ys_warn_count,25,
final_timing,finalHoldViolCount,0,
drt,wl_per_cell,9.33,um
drt,antenna_left,0,
critical_path,reg2reg_from,"counter[3]$_SDFF_PN1_",
drt,viasPerCell,3.93,
global_routing,gr-total-overflow,0,
layout,seq_area,510,um2
drt,antennaDiodeCount,0,
drt,first_pass_iters,4,
final_timing,slew-limit-headroom,55.9,%
final_timing,fmax,432,MHz
global_routing,track_usage,3.32,%
clock_network,clockRootBuffer,"clkbuf_8",
critical_path,worstSetupStartpoint,"counter[3]$_SDFF_PN1_",
final_timing,drv_slew,0,
outcome,status,"completed",
layout,logic_area,629,um2
die,fp-row-count,34,
final_timing,postLayoutSetupSlackWorst,2.89,ns
layout,fin_util,15.7,%
clock_network,cts_tree,"done",
final_timing,min_period,2.31,ns
min_path,hold_class,"reg2reg",
critical_path,endpoint_kind,"flip-flop",
die,die_w,114,um
die,die-height,114,um
flow_run,maxCapViolCount,0,
die,coreArea,8680,um2
critical_path,worstPathMaxFanout,18,
synth,topCellsByArea,"dfxtp_1 41%, xor2_1 5.9%, nand2_1 5.4%",
global_routing,grt_pass1_wl,3840,um
place,place_ws,2.91,ns
synth,ys_cells,130,
place,port_buffers,1,
global_routing,grt_pass1_vias,844,
critical_path,critPathSlowestCell,"or3_1",
global_routing,grt_max_degree,19,
drt,drt_iter0_markers,80,
clock_network,post-cts-setup-buffers,0,
synth,synthCells,130,
global_routing,antenna_found_initial,0,
synth,yosysTopAreaCellShare,40.6,%
clock_network,cts.repair.resized,0,
synth,yosys_area,1180,um2
clock_network,clkSinkCount,25,
power_and_ir_drop,power_density,227,nW/um2
synth,synth_cell_type_count,37,
final_timing,setup_tns,0,ns
clock_network,clock.latency.late_pin,0.27,ns
critical_path,required,5.18,ns
clock_network,cts_max_level,1,
critical_path,path_cells,"nor4_2 > buf_4 > nand4_2 > or3_1 > inv_2",
layout,final_cells,240,
final_timing,clock_skew,0.00415,ns
synth,postSynthSeqShare,43.2,%
clock_network,clk_pin_slew_worst_paths,0.09,ns
drt,wl,2240,um
synth,syn_area,1180,um2
synth,avgSynthCellArea,9.10,um2
die,initial_utilization,13.6,%
place,placed_cells,236,
synth,largest_area_cell,"dfxtp_1",
layout,fillers,980,
final_timing,rsz0062_at_grt,"no",
clock_network,hold_buffers,0,
clock_network,numCtsBuffers,3,
final_timing,setup_viol,0,
flow_run,tool_warnings,26,
clock_network,cts_buffer_depth,2,
final_timing,tightest_slew,0.662,ns
synth,ys.flops,25,
min_path,holdCritStartpoint,"counter[0]$_SDFF_PN1_",
place,place_hpwl,1530,um
layout,areaGrowthSynthToFinish,15.0,%
drt,num_vias,944,
critical_path,worstPathArrival,2.29,ns
place,gp_congestion,0.777,
power_and_ir_drop,p_leak,0.508,nW
final_timing,final.period_utilization,44.5,%
==> state kept, by name (all words and copies together), names as in the netlist <==
register and count:
counter 24, toggled 1
==> metrics by stage <==
stage               instance area (um2)  power [W]
floorplan                          1180   0.000197
global placement                   1310   0.000197
detailed placement                 1310   0.000197
CTS                                1360   0.000311
global route                       1360   0.000322
finish                             1360   0.000309
==> layout by cell type (no fill, tap or decap), drive strengths merged, types with 2 or more instances in the layout <==
cell type	count
inv	5
clkbuf	3
o31ai	3
o41ai	2
xor2	8
xnor2	4
o21ai	5
dfxtp	24
nor4	6
a21oi	2
nor3	4
nand4b	2
nand3	8
or2	2
nor2	8
nand2	17
or3	9
nand4	4
ha	2
or4	3
==> area by class of cell <==
class	count	share of cell area (%)
multi-input combinational	96	46.3
clock buffer	3	3.04
tap	108	9.94
clock inverter	1	0.552
inverter	5	1.38
timing repair buffer	2	1.29
sequential	25	37.5
==> where the power goes <==
part / switching [W] / internal, W / leakage [nW]
Sequential: 0 / 0.000192 / 0.205
Combinational: 0 / 0 / 0.281
Clock: 0.0000624 / 0.0000542 / 0.0217
==> worst max-delay path: cells and delay by family, from the launching register on <==
kind	cells	cell delay (ns)
and+or+nand+nor	3	1.21
buffers and inverters	2	0.45
DFF	1	0.36
==> logic make-up after synthesis <==
logic type	count (synthesis)	synth area share, %
AND/OR/NAND/NOR	67	33.8
flip-flops	25	43.2
AND-OR/OR-AND	15	8.47
XOR/XNOR	12	8.89
buffers and inverters	9	3.60
adder cells (fa/ha/maj)	2	2.12
==> per-layer routing <==
| metal | vias to the layer above | wire (um) | track usage [%] |
|---|---|---|---|
| met5 | - | 0 | 0 |
| met1 | 441 | 1210 | 4.85 |
| met4 | 0 | 10 | 0.418 |
| met2 | 21 | 934 | 5.09 |
| met3 | 2 | 83 | 0.638 |
| li1 | 480 | - | - |
==> worst paths after layout <==
check / cells after the start / slack (ns) / endpoint
worst max register to register: 5 / 2.89 / toggled$_DFFE_PN_
worst min register to register: 1 / 0.43 / counter[0]$_SDFF_PN1_
worst min-delay path: 1 / 0.43 / counter[0]$_SDFF_PN1_
worst max-delay path: 5 / 2.89 / toggled$_DFFE_PN_
==> cell usage after synthesis <==
cell	count
nand4b_1	2
inv_1	4
nand3_1	8
nor3_2	1
nand4_1	3
nor4_1	4
o31ai_1	3
nand2_1	17
xnor2_1	4
dfxtp_1	24
nand4_2	1
ha_1	2
buf_6	1
nor4_4	1
nor4_2	1
edfxtp_1	1
nor2_1	8
a21oi_1	2
o41ai_1	2
buf_2	1
or3_4	1
a211o_1	1
or4_1	2
o21ai_0	5
nand3b_1	1
o311ai_0	1
xor2_1	8
inv_2	1
nor3_1	3
o211ai_1	1
nor3b_1	1
or3_1	8
clkbuf_1	2
or2_2	2
or4_4	1
and4_1	1
nor4b_1	1
Power figures rest on the tool's default switching activity, not on a simulated workload.
